## ./config.mk

```make
export PLATFORM = sky130hd
export DESIGN_NAME = instruction_memory
export DESIGN_NICKNAME = instruction_memory
export VERILOG_FILES = /design/flow/design.v
export SDC_FILE = /design/flow/constraint.sdc
export NUM_CORES = 4
export LEC_CHECK = 1
export CORE_AREA = 10 10 70 70
export DIE_AREA = 0 0 80 80
export SYNTH_MEMORY_MAX_BITS = 65536
```

## ./constraint.sdc

```tcl
current_design instruction_memory

set clk_period 1.0
set clk_io_pct 0.2

create_clock -name clk0 -period $clk_period

set non_clock_inputs [all_inputs -no_clocks]
set_input_delay [expr $clk_period * $clk_io_pct] -clock clk0 $non_clock_inputs
set_output_delay [expr $clk_period * $clk_io_pct] -clock clk0 [all_outputs]
```

## ./design.v

```verilog
module instruction_memory(reset,A,RD);
    input[31:0] A;
    input reset;
    output [31:0] RD;
    reg[31:0] mem [1023:0];  
    assign RD = (reset == 1'b1) ? 32'h00000000 : mem[A[31:2]];
    initial begin
      mem[0] <= 32'h0062E233;  
      mem[1] <= 32'h00520533;  
      mem[2] <= 32'h00A02023;  
      mem[3] <= 32'h00002783;  
      mem[4] <= 32'h00578A33;  
    end
endmodule
```

## ./run.sh

```bash
#!/bin/bash
# OpenROAD 26Q1-2900-gdf79404cd8, Yosys 0.63+post, stock flow scripts
make -C /OpenROAD-flow-scripts/flow DESIGN_CONFIG=/design/flow/config.mk WORK_HOME=/design/flow/orfs finish
```

==> results.sh <==
# physical design summary
export IMPL_placed_area_um2=561
export IMPL_fmax_mhz=968
export IMPL_ff_count=0
export IMPL_antenna_found_initial=0
export IMPL_violations="negative setup slack"
export IMPL_fin_crit_ns=1.03
export IMPL_crit_start="A[2]"
export IMPL_drc=0
export IMPL_grt_pass1_wl_um=1830
export IMPL_grt_usage_pct=3.35
export IMPL_tns_ns=-0.0787
export IMPL_drtIter0Drc=2
export IMPL_fp_row_count=21
export IMPL_hold_buffers=0
export IMPL_yosys_warnings=1
export IMPL_synth_chip_area_um2=295
export IMPL_min_path_type="input port to output port"
export IMPL_finalCritPeriodShare_pct=103
export IMPL_synthesis_area_um2=295
export IMPL_die_x_um=80
export IMPL_nClkBuffers=0
export IMPL_cp_start_kind="input port"
export IMPL_numPortBuffers=23
export IMPL_worstPathArrival_ns=0.83
export IMPL_yosysTopAreaCell="buf_4"
export IMPL_routedWlPerCell_um=10.4
export IMPL_rsz0062_at_grt="true"
export IMPL_coreArea_mm2=0.00342
export IMPL_avgSynthCellArea_um2=6.71
export IMPL_finalWirelength_um=1230
export IMPL_top_cells_by_area="buf_4 (51%), ha_1 (17%), nor2_1 (6.4%)"
export IMPL_antenna_left=0
export IMPL_vdd_drop_max_uv=49.6
export IMPL_die_y_um=80
export IMPL_grt_max_degree=5
export IMPL_setup_ws_ns=-0.0328
export IMPL_end_kind="output port"
export IMPL_hold_ws_ns=0.736
export IMPL_setup_viol=3
export IMPL_drt_pass1_iterations=2
export IMPL_ys_seq_share_pct=0
export IMPL_diodes=0
export IMPL_status="finished, violations left"
export IMPL_cp_required_ns=0.80
export IMPL_synth_distinct_cells=12
export IMPL_dp_slack_ns=-0.898
export IMPL_final_hold_violation_count=0
export IMPL_vias=338
export IMPL_ys_cells=44
export IMPL_warnings=66
export IMPL_crit_type="input port to output port"
export IMPL_hpwl_um=909
export IMPL_yosysTopAreaCellShare_pct=50.8
export IMPL_stdcell_area_um2=699
export IMPL_powerDensity_mw_per_mm2=328
export IMPL_seq_area_um2=0
export IMPL_fp_util_pct=8.64
export IMPL_cellLeakagePower_uw=0.000341
export IMPL_critPathMaxFanout=3
export IMPL_overflow=0
export IMPL_syn2layout_area_growth_pct=137
export IMPL_drive_above_1_share_pct=69.9
export IMPL_grt_pass1_vias=366
export IMPL_pin_count=65
export IMPL_n_fill_cell=371
export IMPL_drv_slew=0
export IMPL_vias_per_cell=2.84
export IMPL_drv_cap=0
export IMPL_syn_inst=44
export IMPL_place_congestion=0.756
export IMPL_chipArea_mm2=0.00640
export IMPL_min_from="reset"
==> final timing paths <==
path              slack [ns]     end  depth (start not counted)
setup / recovery       -0.03  RD[20]                          6
hold / removal          0.74   RD[9]                          4
==> cell usage in the layout, fill, tap and decap left out, drive strengths merged <==
cell	synthesis	routed
clkdlybuf4s15	0	1
nor2	6	6
and3	1	1
a21oi	3	3
buf	20	32
and2	2	2
o21a	1	1
conb	1	13
dlygate4sd2	0	4
nor3	2	2
inv	4	4
ha	4	4
==> final cells by class <==
class,instances,area [µm²],area share [%]
inverters,4,32.5,4.65
multi-input cells,32,285,40.8
repair buffers,37,324,46.3
well taps,46,57.6,8.23
==> worst max-delay path: stages <==
cell and delay (ns):
buf_12 0.11, buf_6 0.11, ha_4 0.15, nor2_1 0.11
nor2_1 0.04, buf_2 0.11
==> per-stage QoR <==
step                      total power (µW)  instances  utilization (%)
after CTS                              219        120             19.7
after global routing                   253        119             20.5
after global placement                 176        116             16.4
after floorplan                       85.5         56                -
after detailed placement               174        116             16.4
final                                  229        119             20.5
==> synth_stat cells <==
| library cell | instances |
|---|---|
| a21oi_1 | 3 |
| and2_1 | 2 |
| and3_1 | 1 |
| buf_4 | 20 |
| conb_1 | 1 |
| ha_1 | 4 |
| inv_1 | 3 |
| inv_2 | 1 |
| nor2_1 | 5 |
| nor2_2 | 1 |
| nor3_1 | 2 |
| o21a_1 | 1 |
==> what timing repair did <==
action,in CTS,in global routing
pin swaps,13,5
endpoints found under the hold margin,0,0
buffers inserted,4,0
setup endpoints to repair,19,14
resized,109,9
==> kinds of logic (layout without fill, tap and decap cells) <==
| logic type | count (synthesis) | after routing | share of synthesized area (%) |
|---|---|---|---|
| AND-OR/OR-AND | 4 | 4 | 7.63 |
| AND/OR/NAND/NOR | 11 | 11 | 18.2 |
| other | 1 | 13 | 1.27 |
| adder cells (fa/ha/maj) | 4 | 4 | 16.9 |
| buffers and inverters | 24 | 41 | 55.9 |
==> where the power goes <==
| part | internal (µW) | switching (µW) | total, µW | leakage (µW) |
|---|---|---|---|---|
| clock | 0 | 0 | 0 | 0 |
| combinational | 138 | 90.9 | 229 | 0.000341 |
| sequential | 0 | 0 | 0 | 0 |
==> routing by layer <==
layer	GRT usage, %	wire length [µm]
met5	0	0
met4	0	0
met3	0.795	121
met1	4.81	582
met2	5.22	529
No activity file was given, so power comes from the tool's default toggle rates.
