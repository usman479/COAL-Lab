==> ./design.v <==
module register_file(A1,A2,A3,clk,reset,RD1,RD2,WD3,WE3);
    input[4:0] A1,A2,A3;
    input clk,reset,WE3;
    input[31:0] WD3;
    output [31:0]RD1,RD2;
    reg[31:0] register[31:0];
    initial begin
        register[0] <= 32'h00000000;
        register[1] <= 32'h00000000;
        register[4] <= 32'h00000000;
        register[5] <= 32'h00000006;
        register[6] <= 32'h00000007;
        register[7] <= 32'h00000300;
        register[10] <= 32'h00000000;
    end
    assign RD1 = (reset == 1'b1) ? 32'd0 : register[A1];
    assign RD2 = (reset == 1'b1) ? 32'd0 : register[A2];
    always@ (negedge clk) begin
        if((WE3 == 1'b1) & (A3 != 5'h00)) begin
            register[A3] <= WD3;
        end
    end
endmodule
==> ./run.sh <==
#!/bin/bash
# OpenROAD 26Q1-2900-gdf79404cd8, Yosys 0.63+post, stock flow scripts
make -C /OpenROAD-flow-scripts/flow DESIGN_CONFIG=/design/flow/config.mk WORK_HOME=/design/flow/orfs finish
==> ./config.mk <==
export PLATFORM = sky130hd
export DESIGN_NAME = register_file
export DESIGN_NICKNAME = register_file
export VERILOG_FILES = /design/flow/design.v
export SDC_FILE = /design/flow/constraint.sdc
export NUM_CORES = 4
export LEC_CHECK = 1
export CORE_UTILIZATION = 50
==> ./constraint.sdc <==
current_design register_file

set clk_period 9.7
set clk_io_pct 0.2

create_clock -name clk0 -period $clk_period [get_ports {clk}]

set non_clock_inputs [all_inputs -no_clocks]
set_input_delay [expr $clk_period * $clk_io_pct] -clock clk0 $non_clock_inputs
set_output_delay [expr $clk_period * $clk_io_pct] -clock clk0 [all_outputs]
==> run_summary.xml <==
<?xml version="1.0" encoding="UTF-8"?>
<metrics>
  <group name="final_timing">
    <metric name="worst_slew_pin_slew" unit="ps">882.4</metric>
    <metric name="postLayoutSetupSlackWorst" unit="ps">72.37</metric>
    <metric name="timing.setup.tns" unit="ps">0</metric>
    <metric name="drv_slew" unit="">0</metric>
    <metric name="setup_viol" unit="">0</metric>
    <metric name="rsz0062_at_grt" unit="">no</metric>
    <metric name="maxSlewHeadroom" unit="%">40.95</metric>
    <metric name="hold_violation_count_in_the_final_report" unit="">0</metric>
  </group>
  <group name="detailed_routing">
    <metric name="antenna_violating_nets_remaining" unit="">0</metric>
    <metric name="totalWireLength" unit="mm">148.0</metric>
    <metric name="num_vias" unit="">30156</metric>
    <metric name="detail_route.first_pass.iterations" unit="">5</metric>
    <metric name="wl_per_cell" unit="microns">30.09</metric>
    <metric name="drc" unit="">0</metric>
    <metric name="insertedDiodeCount" unit="">0</metric>
    <metric name="drt_iter0_drc" unit="">1775</metric>
    <metric name="avgViaCountPerCell" unit="">6.132</metric>
  </group>
  <group name="synthesis">
    <metric name="ys.flops" unit="">1024</metric>
    <metric name="ys.flop_type" unit="">sky130_fd_sc_hd__edfxtp_1</metric>
    <metric name="post-synth-top-area-fraction" unit="%">64.70</metric>
    <metric name="synth.cell_area" unit="sq um">47520</metric>
    <metric name="netlist.top_cell.by_instances" unit="">sky130_fd_sc_hd__edfxtp_1</metric>
    <metric name="yosysCellCount" unit="">2328</metric>
    <metric name="ys_top_cells_by_count" unit="">sky130_fd_sc_hd__edfxtp_1 (1024), sky130_fd_sc_hd__mux4_2 (435), sky130_fd_sc_hd__mux2i_1 (256)</metric>
    <metric name="ys.warnings.count" unit="">1</metric>
    <metric name="ys_types" unit="">30</metric>
    <metric name="postSynthAreaPerCell" unit="sq um">20.41</metric>
    <metric name="largest_area_cell" unit="">sky130_fd_sc_hd__edfxtp_1</metric>
    <metric name="synthCells" unit="">2328</metric>
    <metric name="synth-edff-count" unit="">1024</metric>
    <metric name="yosysSeqAreaShare" unit="%">64.70</metric>
    <metric name="ys_chip_area" unit="sq um">47520</metric>
    <metric name="synthArstFlopShare" unit="%">0</metric>
    <metric name="largest_cells_by_area_after_synthesis" unit="">sky130_fd_sc_hd__edfxtp_1 (65%), sky130_fd_sc_hd__mux4_2 (21%), sky130_fd_sc_hd__mux2i_1 (5.4%), sky130_fd_sc_hd__a221o_1 (1.3%), sky130_fd_sc_hd__a22oi_1 (1.0%)</metric>
  </group>
  <group name="setup_path">
    <metric name="setup.worst_path.start_class" unit="">flip-flop</metric>
    <metric name="crit_type" unit="">reg -&gt; out</metric>
    <metric name="crit_arrival" unit="ps">7690</metric>
    <metric name="cp_slowest_stage_delay" unit="ps">610</metric>
    <metric name="timing.critical_path.to_type" unit="">primary output</metric>
    <metric name="path_buffers" unit="">1</metric>
    <metric name="crit_path_max_fanout" unit="">2</metric>
    <metric name="cpMaxStageDelayCell" unit="">sky130_fd_sc_hd__clkdlybuf4s50_1</metric>
    <metric name="cell_breakdown_of_the_critical_path" unit="">mux4_2, mux2i_1, a221o_1, a31oi_1, clkdlybuf4s50_1</metric>
    <metric name="cell_class_contributing_the_biggest_share_of_worst_path_delay" unit="">multiplexers</metric>
    <metric name="worstPathRequired" unit="ps">7760</metric>
  </group>
  <group name="floorplan">
    <metric name="floorplan_core_density" unit="%">50.69</metric>
    <metric name="die_height" unit="microns">310.3</metric>
    <metric name="die_w" unit="microns">310.3</metric>
    <metric name="top_level_ports" unit="">114</metric>
    <metric name="placement_rows" unit="">112</metric>
    <metric name="chip_area" unit="sq um">96280</metric>
    <metric name="placeableCoreArea" unit="sq um">93750</metric>
  </group>
  <group name="placed_design">
    <metric name="numPortBuffers" unit="">113</metric>
    <metric name="final_replace_weighted_congestion" unit="">0.9144</metric>
    <metric name="hpwl" unit="mm">86.15</metric>
    <metric name="place_ws" unit="ps">338.3</metric>
    <metric name="dp_cells" unit="">3682</metric>
  </group>
  <group name="grt">
    <metric name="first_pass_grt_wire_length" unit="mm">213.2</metric>
    <metric name="grt_remaining_overflow" unit="">0</metric>
    <metric name="via_count_of_the_first_global_routing_pass" unit="">35097</metric>
    <metric name="grt_use_total" unit="%">35.64</metric>
    <metric name="antenna_found_initial" unit="">0</metric>
    <metric name="pin_count_of_the_biggest_net_entering_global_routing" unit="">79</metric>
  </group>
  <group name="clocking">
    <metric name="htree_levels" unit="">3</metric>
    <metric name="cts_inserted_buffers" unit="">114</metric>
    <metric name="hold_buf_count_cts" unit="">0</metric>
    <metric name="cts.path.max_buffers" unit="">3</metric>
    <metric name="cts_root_buf" unit="">sky130_fd_sc_hd__clkbuf_16</metric>
    <metric name="cts_sinks" unit="">1024</metric>
    <metric name="tritoncts" unit="">built</metric>
    <metric name="reg_clk_slew_reported_paths" unit="ps">30</metric>
  </group>
  <group name="final_layout">
    <metric name="areaGrowthSynthToFinish" unit="%">23.43</metric>
    <metric name="largest_register" unit="">register</metric>
    <metric name="largestRegisters" unit="">register: 1024 flops</metric>
    <metric name="post_route_cells_drive_above_1_share" unit="%">23.44</metric>
    <metric name="largest_register_ffs" unit="">1024</metric>
    <metric name="final_cell_count_no_fill" unit="">4918</metric>
  </group>
  <group name="worst_hold_path">
    <metric name="worst_hold_path.num_cells" unit="">3</metric>
    <metric name="min_from" unit="">A2[4]</metric>
    <metric name="hold_path.class" unit="">in -&gt; out</metric>
    <metric name="hold_path_end" unit="">RD2[17]</metric>
  </group>
  <group name="flow_run">
    <metric name="max_cap_viol_count" unit="">0</metric>
    <metric name="openroad.warnings" unit="">1027</metric>
  </group>
  <group name="outcome">
    <metric name="status" unit="">finished clean</metric>
  </group>
  <group name="pwr">
    <metric name="ir_worst_vdd" unit="mV">0.1790</metric>
    <metric name="power_leakage" unit="nW">23.22</metric>
    <metric name="powerDensity" unit="nW/um^2">207.4</metric>
  </group>
</metrics>
-- logic make-up after synthesis --
| logic type | count (synthesis) | share of synthesized area, % |
|---|---|---|
| other | 1 | 0.007891 |
| AOI/OAI and AO/OA | 302 | 4.865 |
| DFF | 1024 | 64.70 |
| and+or+nand+nor | 96 | 0.8873 |
| buffers and inverters | 201 | 2.809 |
| muxes | 704 | 26.73 |
-- metal layers --
layer  GRT usage [%]  share of wire (%)
met5           4.449               0.24
met4           17.59                4.6
met3           30.07                 18
met2           47.27                 46
met1           41.31                 31
-- layout make-up --
class	count	area, sq um
fill	6337	35090
sequential	1024	30750
tap	1254	1569
multi-input combinational	1134	15940
inverter	2	12.51
clock buffer	117	2928
clock inverter	1120	4991
timing repair buffer	267	2465
-- stage by stage --
| stage | hold slack (ps) | power [mW] | util [%] | area, sq um |
|---|---|---|---|---|
| 3_3_place_gp | 4906 | 6.563 | 54.03 | 50660 |
| 3_5_place_dp | 4917 | 6.575 | 54.03 | 50660 |
| 2_1_floorplan | 4103 | 6.182 | - | 47640 |
| 6_report | 4928 | 12.17 | 62.57 | 58660 |
| 5_1_grt | 4970 | 12.88 | 62.57 | 58660 |
| 4_1_cts | 4918 | 12.33 | 62.52 | 58610 |
-- repair_timing --
action | in CTS | in global routing
pin swaps | 0 | 1
setup endpoints to repair | 6 | 7
buffers inserted | 0 | 0
gates resized | 9 | 10
-- power breakdown --
part           internal, mW  switching, mW
clock network          3.44           2.82
registers              4.98         0.0256
logic                 0.379          0.530
-- worst max-delay path by stage --
stage	start	end	slack, ps	cells past startpoint
CTS	register[7][12]$_DFFE_NP_	RD1[12]	10	6
global route	register[0][12]$_DFFE_NP_	RD2[12]	3	6
finish	register[15][4]$_DFFE_NP_	RD2[4]	70	5
-- placed cells by master, fill, tap and decap left out, types with 32 or more instances in the layout --
cell / n
sky130_fd_sc_hd__mux2i_1: 254
sky130_fd_sc_hd__mux4_2: 435
sky130_fd_sc_hd__inv_1: 1040
sky130_fd_sc_hd__clkinvlp_2: 35
sky130_fd_sc_hd__nor2_4: 35
sky130_fd_sc_hd__edfxtp_1: 1024
sky130_fd_sc_hd__clkdlybuf4s50_1: 101
sky130_fd_sc_hd__a31oi_1: 56
sky130_fd_sc_hd__buf_4: 141
sky130_fd_sc_hd__a221oi_1: 46
sky130_fd_sc_hd__a221o_1: 63
sky130_fd_sc_hd__nand2_1: 37
sky130_fd_sc_hd__a22oi_1: 61
sky130_fd_sc_hd__conb_1: 32
sky130_fd_sc_hd__clkbuf_16: 117
Power and IR drop assume default switching activity.
